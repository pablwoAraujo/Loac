**./design.v**
```verilog
parameter NINSTR_BITS = 32;
parameter NBITS_TOP = 8, NREGS_TOP = 32, NBITS_LCD = 64;
module top(input  logic clk_2,
           input  logic [NBITS_TOP-1:0] SWI,
           output logic [NBITS_TOP-1:0] LED,
           output logic [NBITS_TOP-1:0] SEG,
           output logic [NBITS_LCD-1:0] lcd_a, lcd_b,
           output logic [NINSTR_BITS-1:0] lcd_instruction,
           output logic [NBITS_TOP-1:0] lcd_registrador [0:NREGS_TOP-1],
           output logic [NBITS_TOP-1:0] lcd_pc, lcd_SrcA, lcd_SrcB,
             lcd_ALUResult, lcd_Result, lcd_WriteData, lcd_ReadData, 
           output logic lcd_MemWrite, lcd_Branch, lcd_MemtoReg, lcd_RegWrite);
enum logic [2:0] { andarA, caminho, andarB} state;
logic reset, pessoa, porta, andar;
logic [1:0] cont_pessoas;
logic [1:0] cont_cloks;
logic clk1s, clk2s;
always_comb begin
  reset <= SWI[7];
  pessoa <= SWI[0];
end
always_ff @(posedge clk_2) begin
  clk1s <= ~clk1s;
end
always_ff @(posedge clk1s) begin
  clk2s <= ~clk2s;
end
always_ff @(posedge clk2s) begin
  if(reset) begin
    porta <=1;
    andar <= 0;
    cont_pessoas <= 0;
    cont_cloks = 0;
    state<= andarA;
  end 
  else begin
    unique case(state)
      andarA: begin
        andar <= 0;
        porta <= 1;
        if(pessoa) cont_pessoas<= cont_pessoas +1;
        if(cont_pessoas==2) begin
          porta<=0;
          state<= caminho;
        end
        else if (cont_pessoas ==1)begin
          if(cont_cloks==2) begin
            cont_cloks = 0;
            state<= caminho;
          end
          cont_cloks = cont_cloks+1;
        end
      end
      caminho: begin
        porta<= 0;
        cont_cloks = cont_cloks +1;
        if(cont_cloks==2)begin
          cont_cloks = cont_pessoas;
          if(andar ==0) state<= andarB;
          else state<= andarA;
        end
      end
      andarB: begin
        andar<=1;
        porta<=1;
        cont_cloks= cont_cloks -1;
        if(cont_cloks==0)begin
          cont_cloks = 0;
          cont_pessoas <= 0;
          state <=caminho;
        end
      end
    endcase
  end
end
always_comb begin
  LED[0] <= andar;
  LED[1] <= porta;
  LED[7:6] <= cont_pessoas;
  SEG[7] <= clk2s;
end
endmodule
```
**./run.sh**
```bash
#!/bin/bash
# OpenROAD 26Q1-2900-gdf79404cd8, Yosys 0.63+post, stock flow scripts
make -C /OpenROAD-flow-scripts/flow DESIGN_CONFIG=/design/flow/config.mk WORK_HOME=/design/flow/orfs finish
```
**./config.mk**
```make
export PLATFORM = sky130hd
export DESIGN_NAME = top
export DESIGN_NICKNAME = top
export VERILOG_FILES = /design/flow/design.v
export SDC_FILE = /design/flow/constraint.sdc
export NUM_CORES = 4
export LEC_CHECK = 1
export CORE_AREA = 10 10 198 198
export DIE_AREA = 0 0 208 208
export SYNTH_HDL_FRONTEND = slang
```
**./constraint.sdc**
```tcl
current_design top

set clk_period 1.0
set clk_io_pct 0.2

create_clock -name clk0 -period $clk_period [get_ports {clk_2}]

set non_clock_inputs [all_inputs -no_clocks]
set_input_delay [expr $clk_period * $clk_io_pct] -clock clk0 $non_clock_inputs
set_output_delay [expr $clk_period * $clk_io_pct] -clock clk0 [all_outputs]
```
==> results_slide.txt <==
Implementation Results

Hold path
  • Worst hold-check path type: flip-flop to flip-flop

Final timing
  • Count of endpoints without a timing constraint: 15
  • Max-slew violation count: 0
  • Hold Vio Cnt, Final: 0
  • Count of unclocked register or latch pins: 10
  • Total of endpoints with negative setup slack in the final report: 0
  • Setup repair after global routing missed its margin: no
  • Post-route setup TNS: 0 ps
  • Final setup slack of the worst path: approximately 550 ps
  • Max Clk Rate: 2210 MHz
  • Post-route minimum period: 453 ps
  • Final worst hold slack: approximately 360 ps
  • Final Cycle Share: 0.453
  • Skew final: 0 ps

Setup path
  • Setup crit end: clk1s
  • Startpoint-to-endpoint class of the critical path: flip-flop to flip-flop
  • Critical path launch point type: flip-flop
  • Worst-case register-to-register setup slack: 550 ps
  • Buffering stage count on the worst path with inverters included: 1
  • Slowest cell on the critical path: dfxtp_1
  • Max Fanout on Critical Path: 2
  • WP depth: 1
  • Cells along the critical path: inv_1
  • R2r startpoint: clk1s
  • Data arrival, critical path: around 340 ps
  • Source of the critical timing path: clk1s
  • Crit-path max cell delay: 300 ps
  • CP required: 890 ps
  • Gate family responsible for the most delay along the worst path: flip-flops
  • Worst flop-to-flop path endpoint: clk1s
  • Register-to-Register Path Depth: 1
  • CP Capture Type: flip-flop

Pwr
  • Switching share of power: 0.750
  • Logic pwr share: 0.808
  • VDD IR max: between 60 and 70 µV
  • Switching power total: around 160 µW
  • Leakage power total: ~0.0018 µW
  • Part of the power in registers: 0.192
  • Power per unit of standard cell area: a little over 70 mW/mm²
  • Power share of the clock group: 0
  • Internal power consumption: between 50 and 60 µW
  • Overall Power: between 200 and 250 µW

Outcome
  • Run status: finished clean

Synth
  • Number of library cell types mapped by synthesis: 24
  • Mux area share: 0.00235
  • Cell count after synthesis: 558
  • Main logic family: buffers and inverters
  • Synthesized-area fraction occupied by ao, oa, aoi and oai cells: 0.0294
  • Post-Syn Area: 0.00426 mm²
  • Total cells reported by yosys after synthesis: approximately 560
  • Share of flip-flops with an asynchronous set or reset after synthesis: 0
  • XORs/XNORs by Area: 0
  • Basic Gates by Area: 0.0259
  • Dominant Register Cell: dfxtp_1
  • Post-Synthesis Mean Instance Area: about 7.6 µm²
  • Sequential area share after synthesis: 0.0517
  • Synthesized flop and latch total: 11
  • Adder-cell share of the synthesized area: 0.0147
  • Warning count from the yosys run: just under 500
  • Number of enable-type register cells in the synthesized netlist: 0
  • Yosys chip area: approximately 0.0043 mm²

Detailed routing
  • Routed Antenna Nets: 0
  • Via count of the routed design: about 1.7k
  • Vias per std cell: between 1.5 and 2
  • Drt drc: 0
  • Starting DRT DRC Count: 12
  • N_diodes: 0
  • WL per Instance: slightly below 8 µm
  • Number of iterations in the first detailed-routing pass: 4
  • Total Routed Length: about 8 mm

Clock tree
  • Latest clock arrival within the worst-skew pair: 0 ps
  • Number of buffers added to fix hold violations after cts: 0
  • Count of cells resized by post-cts repair: 0
  • Setup Buffers After CTS: 0
  • Clk pin slew, worst setup/hold paths: 0 ps

Floorplanning
  • Fraction of the core area occupied by cells at floorplan: 0.123
  • Count of pins on the block boundary: 501
  • Die span in y: between 200 and 250 µm
  • Total die size: approximately 0.043 mm²
  • Core Rows: 68
  • Die outline width: about 210 µm
  • Core footprint: 0.0347 mm²

Job
  • Log Warnings: 37
  • Number of violations of the max-capacitance limit: 0

Placement
  • Post-Place Cells: slightly above 1k
  • Number of I/O port buffers: 7
  • Pre-CTS setup slack: roughly 550 ps
  • Detailed Place HPWL: 7.76 mm
  • Placer's final routability congestion estimate: a little under 0.8

Layout
  • Final Instance Count excl. Fillers: 1013
  • P&R area growth vs syn: -28.9%
  • Fraction of final layout cells sized beyond drive strength 1: 0.00538
  • Most frequently placed logic cells in the final layout: conb_1 (487), dfxtp_1 (11), inv_1 (9), a21oi_1 (7), clkdlybuf4s50_1 (7)
  • Top cell excl fill/tap: conb_1

GRT
  • Initial antenna violation count: 0
  • Global-route wire length before repair: 11.0 mm
  • Via count of the first global-routing pass: roughly 2.2k
  • Total routing resource utilization after global routing: 0.0286
  • Final global-route overflow total: 0
  • Largest net degree at the start of global routing: 12
[cells in the mapped netlist, drive strengths merged, types with 2 or more instances]
cell type	n	area, µm²
inv	9	33.8
dfxtp	11	220
nor2	3	11.3
ha	5	62.6
a31oi	4	25.0
buf	492	3690
o21ai	6	30.0
nor2b	5	33.8
a21oi	7	35.0
nand2	2	7.51
nand2b	4	32.5
and3b	2	17.5
[worst min-delay path by stage]
| stage | slack, ps | end | cells past startpoint | start |
|---|---|---|---|---|
| 5_1_grt | 370 | clk1s | 1 | clk1s |
| 6_report | 360 | clk1s | 1 | clk1s |
| 4_1_cts | 360 | clk1s | 1 | clk1s |
[flip-flops by register name (all words and copies together), names as in the netlist]
name	count
clk2s	1
cont_pessoas	2
clk1s	1
andar	1
cont_cloks	2
porta	1
state	3
[cell type report]
cell class,count,area [µm²]
fillers,4001,31700
inverters,9,33.8
multi-input cells,531,2140
flip-flops and latches,11,220
well taps,455,569
repair buffers,7,70.1
[layer usage]
layer,GRT usage,up-vias,part of all wire
met1,0.0223,732,0.28
met3,0.0219,12,0.18
met2,0.0549,237,0.53
li1,-,722,-
met5,0,-,0
met4,0.00399,0,0.012
[power by group through the flow]
stage | Sequential, µW | Combinational (µW) | Clock [µW]
after CTS | 41.2 | 220 | 0
after global routing | 41.2 | 280 | 0
final | 41.2 | 174 | 0
[cells by family after synthesis]
group	Yosys count
buffers and inverters	502
AND-OR/OR-AND	21
AND/OR/NAND/NOR	17
flip-flops	11
adder cells (fa/ha/maj)	5
multiplexers	1
other	1
[stage by stage]
stage	instance area (µm²)	util
4_1_cts	3030	0.0873
5_1_grt	3030	0.0873
2_1_floorplan	6080	-
3_3_place_gp	3030	0.0873
6_report	3030	0.0873
3_5_place_dp	3030	0.0873
Power and IR drop assume default switching activity.
